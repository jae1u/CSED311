**/design/flow/design.v**
```verilog
module ALU (
    input [3:0] alu_op,
    input signed [31:0] alu_in_1,
    input signed [31:0] alu_in_2,
    output reg [31:0] alu_result);
    reg alu_bcond;  
    always @(*) begin
        case(alu_op)
            4'b0000: begin
                alu_result = alu_in_1 + alu_in_2;
                alu_bcond = 0;
            end
            4'b0001: begin
                alu_result = alu_in_1 - alu_in_2;
                alu_bcond = 0;
            end
            4'b0010: begin
                alu_result = 0;
                alu_bcond = (alu_in_1 == alu_in_2);
            end
            4'b0011: begin
                alu_result = 0;
                alu_bcond = (alu_in_1 != alu_in_2);
            end
            4'b0100: begin
                alu_result = 0;
                alu_bcond = (alu_in_1 < alu_in_2);
            end
            4'b0101: begin
                alu_result = 0;
                alu_bcond = (alu_in_1 >= alu_in_2);
            end
            4'b0110: begin
                alu_result = alu_in_1 ^ alu_in_2;
                alu_bcond = 0;
            end
            4'b0111: begin
                alu_result = alu_in_1 | alu_in_2;
                alu_bcond = 0;
            end
            4'b1000: begin
                alu_result = alu_in_1 & alu_in_2;
                alu_bcond = 0;
            end
            4'b1001: begin
                alu_result = alu_in_1 << alu_in_2;
                alu_bcond = 0;
            end
            4'b1010: begin
                alu_result = alu_in_1 >> alu_in_2;
                alu_bcond = 0;
            end
            4'b1011: begin
                alu_result = alu_in_1 >>> alu_in_2;
                alu_bcond = 0;
            end
            default: begin
                alu_result = 0;
                alu_bcond = 0;
            end
        endcase
    end
endmodule
```
**/design/flow/run.sh**
```bash
#!/bin/bash
# OpenROAD 26Q1-2900-gdf79404cd8, Yosys 0.63+post, stock flow scripts
make -C /OpenROAD-flow-scripts/flow DESIGN_CONFIG=/design/flow/config.mk WORK_HOME=/design/flow/orfs finish
```
**/design/flow/config.mk**
```make
export PLATFORM = sky130hd
export DESIGN_NAME = ALU
export DESIGN_NICKNAME = ALU
export VERILOG_FILES = /design/flow/design.v
export SDC_FILE = /design/flow/constraint.sdc
export NUM_CORES = 4
export LEC_CHECK = 1
export CORE_UTILIZATION = 30
```
**/design/flow/constraint.sdc**
```tcl
current_design ALU

set clk_period 18.6
set clk_io_pct 0.2

create_clock -name clk0 -period $clk_period

set non_clock_inputs [all_inputs -no_clocks]
set_input_delay [expr $clk_period * $clk_io_pct] -clock clk0 $non_clock_inputs
set_output_delay [expr $clk_period * $clk_io_pct] -clock clk0 [all_outputs]
```
==> run summary <==
yosys + openroad results -> Final Util 0.352, area taken by flip-flops and latches 0 um^2, leading area contributor after synthesis ha_1, comb. cell area approximately 8200 um^2, post-cts sizing count 0, # diodes 0, yosys aoi share 0.335, net switching power between 150 and 200 uW, Max Cap Violations 0, met2 Use GR 0.443, status finished clean, Setup crit end alu_result[30], synth cell count leaders 122 x nor2_1, 102 x nand2_1, 98 x a21oi_1, GP Congestion around 1.0, layout clock buffer count 0, Unique cell types approximately 88, Area leader share 0.134, first-pass GRT wire length roughly 67000 um, Starting DRT DRC Count between 1k and 1.5k, Slew @ Worst Pin about 1100 ps, tool warnings roughly 65, drt first pass iters 6, fin crit share 0.704, synth warn 1, Setup violations, final 0, Area contributors post-synth ha_1 13%, mux4_2 12%, a21oi_1 5.5%, total negative slack 0 ps, Post-Syn Area about 9000 um^2, via count about 11k, Yosys Chip Area 8940 um^2, Max Clock Freq approximately 0.076 GHz, Post-DRT Antenna Nets 0, routed len/inst about 27 um, arrival time at the worst endpoint about 9400 ps, mux share 0.202, Worst VDD drop 15.8 uV, Row Count about 62, post-cts hold buffer count 0, met3 Usage GRT 0.0417, top-count cell post-synth nor2_1, Simple Share, Synth 0.195, Post-DP HPWL approximately 35000 um, io pins ~100, comb area leader AND-OR/OR-AND gates, combinational share of power 1.000, share of cells above drive strength 1 0.107, PD cells around 28 nW/um^2, Adders+Majority by Area 0.137, Synth Seq Share 0, crit path DRT 14880 ps, Slew HR 0.282, Pwr Total about 290 uW, min cycle time layout 13090 ps, initial antenna violation count 2, die area roughly 30000 um^2, Leak 4.01 nW, met1 GRT Util 0.446, Crit Path Max Fanout around 40, Power Internal around 120 uW, Core Util at FP 0.308, Area growth, synth to finish 14.1%, Final Max Slew Viols 0, Syn Inst Count between 1k and 1.5k, Vias per Instance approximately 6.4, fill cell count between 3k and 4k, ys cells ~1.2k, core area 29000 um^2, GRT Max-Usage Layer met1, Die H 175 um, RSZ-0062 raised after global routing no, Remaining DRCs 0, Clk pwr share 0, final global-route overflow total 0, Sw Ratio 0.595, crit path launch type input port, final WL 44700 um, WHS 8600 ps, flip-flops 0, Flop pwr share 0, XOR Share, Synth 0.0490, final tally of hold violations 0, IO buf count ~100, Synth Area per Inst between 7 and 8 um^2, Worst setup startpoint alu_in_2[4], Worst Hold Class in2out, Min-Delay Startpoint alu_in_2[3], GRT Total Usage 0.294, vias in the first global route about 10k, postcts setup bufs 0, CP Class in2out, CP Capture Type primary output, die width around 170 um, pin count of the biggest net entering global routing around 60
layer usage:
metal,wire [um],part of all wire
met5,13,0.00029
met3,3280,0.074
met2,19700,0.44
met4,1220,0.027
met1,20400,0.46
per-stage QoR:
stage	cells	instance area, um^2	setup slack (ps)
6_report	1659	10200	5510
4_1_cts	1659	10200	5540
3_5_place_dp	1659	10200	5600
5_1_grt	1659	10200	5180
3_3_place_gp	1659	10200	5500
2_1_floorplan	1244	8940	7250
cells by family (layout without fill, tap and decap cells):
| family | Yosys count | after routing |
|---|---|---|
| AOI/OAI and AO/OA | 444 | 444 |
| and+or+nand+nor | 362 | 362 |
| buffers and inverters | 174 | 205 |
| muxes | 117 | 117 |
| adders and majority gates | 97 | 97 |
| xor gates and xnor gates | 50 | 50 |
how the worst min path moves through the flow:
stage,to,cells past startpoint,slack [ps]
6_report,alu_result[3],7,8600
5_1_grt,alu_result[3],7,8670
4_1_cts,alu_result[3],7,8590
critical path: stages:
cell and delay [ps]:
clkdlybuf4s50_1 390, buf_4 270, nor4_1 920, nand3_1 250
nor2_1 390, a21oi_1 190, xnor2_1 180, ha_1 470
nand2_1 160, nor3_1 490, nand2_1 150, a32o_1 320
nor2_1 240, a211oi_1 170, o21a_1 190, o311ai_0 310
clkdlybuf4s50_1 530
power by group through the flow:
stage	clock network, mW	logic [mW]	registers (mW)
CTS	0	0.282	0
global route	0	0.309	0
finish	0	0.288	0
layout make-up:
| cell class | instances | area share |
|---|---|---|
| Inverter | 75 | 0.0276 |
| Multi-Input combinational cell | 1070 | 0.807 |
| Tap cell | 384 | 0.0471 |
| Timing Repair Buffer | 130 | 0.118 |
cells in the final DEF, fill, tap and decap left out, drive strengths merged, types with 9 or more instances in the layout:
cell type and instances:
a211oi 30, a21o 22, a21oi 100, a221oi 12, a22oi 25, a31oi 27, buf 34, clkdlybuf4s50 96
ha 96, inv 71, mux2 19, mux2i 49, mux4 49, nand2 103, nand3 26, nor2 123
nor3 37, o211ai 14, o21a 10, o21ai 99, o221ai 18, o311ai 9, xnor2 42
Power and IR drop assume default switching activity.
