--- flow/design.v ---
module Gshare(
    input clk,
    input reset,
    input is_stall,
    input [31:0] IF_pc,
    input ID_branch,
    input ID_bcond,
    input [31:0] IF_ID_pc,
    input [31:0] ID_next_pc,
    output reg [31:0] predicted_pc
);
    reg [24:0] TagTable[31:0];
    reg valid[31:0];
    reg [31:0] BTB[31:0];
    reg [1:0] PHT[31:0];
    reg [4:0] BHSR;
    integer i;
    wire [31:7] Tag = IF_pc[31:7];
    wire [31:7] update_Tag = IF_ID_pc[31:7];
    wire [4:0] BTB_idx = IF_pc[6:2];
    wire [4:0] update_BTB_idx = IF_ID_pc[6:2];
    wire [4:0] PHT_idx = BTB_idx ^ BHSR;
    wire [4:0] update_PHT_idx = update_BTB_idx ^ BHSR;
    always @(*) begin
        if ((TagTable[BTB_idx] == Tag) && valid[BTB_idx] && (PHT[PHT_idx] >= 2)) begin
            predicted_pc = BTB[BTB_idx];
        end
        else begin
            predicted_pc = IF_pc + 4;
        end
    end
    always @(posedge clk) begin
        if (reset) begin
            for (i=0; i<32; i=i+1) begin
                TagTable[i] <= 0;
                valid[i] <= 0;
                BTB[i] <= 0;
                PHT[i] <= 2;
            end
            BHSR <= 0;
        end
        else begin
            if (ID_branch && !is_stall) begin
                BHSR <= {ID_bcond, BHSR[4:1]};
                if (ID_bcond) begin
                    TagTable[update_BTB_idx] <= update_Tag;
                    valid[update_BTB_idx] <= 1;
                    BTB[update_BTB_idx] <= ID_next_pc;
                    case (PHT[update_PHT_idx])
                        0: PHT[update_PHT_idx] <= 1;
                        1: PHT[update_PHT_idx] <= 3;
                        2: PHT[update_PHT_idx] <= 3;
                        3: PHT[update_PHT_idx] <= 3;
                        default: PHT[update_PHT_idx] <= 2;
                    endcase
                end
                else begin
                    case (PHT[update_PHT_idx])
                        0: PHT[update_PHT_idx] <= 0;
                        1: PHT[update_PHT_idx] <= 0;
                        2: PHT[update_PHT_idx] <= 0;
                        3: PHT[update_PHT_idx] <= 2;
                        default: PHT[update_PHT_idx] <= 2;
                    endcase
                end
            end
        end
    end
endmodule
--- flow/run.sh ---
#!/bin/bash
# OpenROAD 26Q1-2900-gdf79404cd8, Yosys 0.63+post, stock flow scripts
make -C /OpenROAD-flow-scripts/flow DESIGN_CONFIG=/design/flow/config.mk WORK_HOME=/design/flow/orfs finish
--- flow/config.mk ---
export PLATFORM = sky130hd
export DESIGN_NAME = Gshare
export DESIGN_NICKNAME = Gshare
export VERILOG_FILES = /design/flow/design.v
export SDC_FILE = /design/flow/constraint.sdc
export NUM_CORES = 4
export LEC_CHECK = 1
export CORE_UTILIZATION = 30
--- flow/constraint.sdc ---
current_design Gshare

set clk_period 35.0
set clk_io_pct 0.2

create_clock -name clk0 -period $clk_period [get_ports {clk}]

set non_clock_inputs [all_inputs -no_clocks]
set_input_delay [expr $clk_period * $clk_io_pct] -clock clk0 $non_clock_inputs
set_output_delay [expr $clk_period * $clk_io_pct] -clock clk0 [all_outputs]
==> results.yml <==
# generated from flow reports
hold_path:
  whs_path_depth: 1
  hold_path.class: "reg2reg"
pwr:
  p_leak_uw: 0.0339
  peakVddDrop_uv: 50.1
  power_density_nw_per_um2: 50.9
timing:
  drv_slew: 0
  setup_viol: 0
  finalHoldViolations: 0
  worstMarginPinSlew_ps: 1180
  finalCritPeriodShare_pct: 61.9
  maxSlewHeadroom_pct: 21.0
  clock_skew_ps: 31.9
  setup_tns_ps: 0
  max_clock_freq_mhz: 46.2
  period_needed_ps: 21650
  grt_setup_unrepaired: "no"
  timing.final.ws_setup_ps: 13350
yosys:
  adder_share_pct: 0.0369
  yosysTopAreaCell: "edfxtp_1"
  edf_count: 1888
  ys_area_sq_um: 88200
  xor_area_share_pct: 0.546
  ys_sh_simple_pct: 14.7
  yosysWarnings: 1
  syn_avg_cell_area_sq_um: 15.7
  ys_sh_aoi_pct: 2.29
  synth.distinct_cells: 61
  yosys_most_used_dff: "edfxtp_1"
  ys_sh_mux_pct: 14.6
  synthTopLogicFamily: "simple AND/OR/NAND/NOR gates"
  synthArstFlopShare_pct: 0
  yosysSeqAreaShare_pct: 65.1
  netlist_instances: 5623
  yosysTopAreaCellShare_pct: 64.3
  syn_area_sq_um: 88200
  ys_cells: 5623
  synthTopCellsByArea: "edfxtp_1 64%, and2_1 13%, mux4_2 13%"
  ys_ff: 1925
layout:
  final_cell_mix: "1888 x edfxtp_1, 1855 x and2_1, 510 x mux4_2"
  drive_above_1_share_pct: 19.5
  area_growth_pct: 14.4
  fin_cells: 9714
  layout_top_cell: "edfxtp_1"
place:
  place_ws_ps: 13190
  gp_congestion: 0.871
  place_hpwl_microns: 161000
  placedCellCount: 9327
  io_buffers: 130
global_route:
  overflow: 0
  grt_pass1_vias: 53000
  gr-usage-all-layers_pct: 20.4
  antenna_found_initial: 31
  grt_pass1_wl_microns: 395000
  grt_max_degree: 58
critical_path:
  cp.arrival_ps: 14650
  worst_setup_path_start_kind: "input port"
  end_kind: "primary output"
  critPathKind: "in2out"
  worst_ep_required_time_ps: 28000
  cp_slowest_stage_delay_ps: 920
  cpMaxStageDelayCell: "a211oi_1"
  crit_path_cell_trace: "buf_8, buf_4, buf_4, buf_4, buf_4, mux4_2, a211o_1, o22ai_1, xor2_1, nand4_1, nor4_4, nand2_4, buf_4, a211oi_1, a21oi_1, clkdlybuf4s50_1"
  cp_common_cell: "buf_4"
  rr_worst_depth: 9
  crit_fanout: 43
clock_tree:
  cts_buffers: 203
  root_buffer: "clkbuf_16"
  ctsHoldBuffers: 0
  clk_pin_slew_worst_paths_ps: 60
  post_cts_resized: 0
  tritoncts: "built"
  clkLatencyLatePin_ps: 870
  htree_levels: 4
  cts_buffer_depth: 3
  cts_setup_buffers: 0
  cts_sinks: 1925
detailed_routing:
  first_iter_violations: 3107
  wl_per_cell_microns: 28.9
  vias: 49200
  drt_wl_total_microns: 280000
  viasPerCell: 5.07
  drt-pass1-iter-count: 5
  ant_nets: 0
  drc_errors: 0
die:
  die_h_microns: 544
  die_w_microns: 544
  core_area_sq_um: 292000
  fp_util_pct: 30.2
  chipArea_sq_um: 296000
  row_count: 198
  io-pin-count: 133
outcome:
  outcome: "finished clean"
run:
  maxCapViolCount: 0
  warning_count: 28
[registers in the layout, summed over array words and instances (netlist names)]
| name | cells |
|---|---|
| valid | 32 |
| PHT | 64 |
| BTB | 1024 |
| TagTable | 800 |
| BHSR | 5 |
[path summary, 6_finish.rpt]
| path | from | end | slack (ps) |
|---|---|---|---|
| setup / recovery | IF_pc[2] | predicted_pc[11] | 13350 |
| hold / removal | valid[28] | valid[28] | 450 |
| setup reg to reg | BHSR[0] | PHT[20][1] | 31420 |
| hold reg to reg | valid[28] | valid[28] | 450 |
[cell usage after synthesis (2+ instances only)]
cell type  number
nor4_4          2
nor2_1         90
nand2_1        41
mux4_2        510
a21o_1         33
nand3_1        24
xor2_1         30
buf_2          59
nor3b_1         3
buf_1          15
nand3b_1        8
a22o_1          9
clkbuf_1      468
a211oi_1       44
mux2i_1        99
nor3_1         11
o22ai_1        14
o221ai_1       21
a22oi_1        32
buf_4          21
dfxtp_1        37
or3b_2          2
mux2_1          2
and3_1         17
o21a_1          4
xnor2_1        25
buf_6          11
nor2b_1         6
nand4_1        14
edfxtp_1     1888
and2_1       1855
mux2_2         28
nor4b_1         4
a21oi_1        45
o21ai_0        78
a221oi_1        9
mux4_1          3
a2111oi_0       3
or3_1          35
maj3_1          2
[power by group]
part	internal (uW)	switching, uW
registers	2640	26.3
logic	151	249
clock network	1170	897
[metal layers]
layer	GRT usage, %	share of wire, %	vias up
met2	30.6	46	3619
met1	21.7	32	24100
met3	15.3	17	580
met4	7.92	4.9	20
li1	-	-	20900
met5	1.30	0.13	-
[cell families (layout without fill, tap and decap cells)]
family                     Yosys count  count (layout)
other                                0              14
xor gates and xnor gates            55              55
AOI/OAI and AO/OA                  302             302
muxes                              643             643
buffers and inverters              577             754
DFF                               1925            1925
and+or+nand+nor                   2118            2118
adders and majority gates            3               3
[worst max-delay path, delay by kind of cell]
kind | cells | cell delay (ps)
compound gates | 4 | 1920
simple gates | 3 | 1100
buf+inv | 7 | 3590
xor+xnor | 1 | 200
mux | 1 | 590
[area by class of cell]
class                      instances  area, sq um
timing repair buffer             379         3180
multi-input combinational       3121        29000
clock buffer                     265         5420
fill                           27200       191000
inverter                           2         10.0
clock inverter                   108          921
sequential                      1925        57400
antenna                           14         35.0
tap                             3900         4880
[through the flow]
step                cell area [sq um]  hold WS (ps)  power [uW]  util, %
floorplan                       88200           421        2950        -
global placement                94500           427        3100     32.4
detailed placement              94500           435        3110     32.4
CTS                            101000           449        5170     34.6
global route                   101000           467        5280     34.6
finish                         101000           447        5140     34.6
Power is estimated from default activity; no workload was simulated.
