==> design/flow/config.mk <==
export PLATFORM = sky130hd
export DESIGN_NAME = vending_machine
export DESIGN_NICKNAME = vending_machine
export VERILOG_FILES = /design/flow/design.v
export SDC_FILE = /design/flow/constraint.sdc
export NUM_CORES = 4
export LEC_CHECK = 1
export CORE_UTILIZATION = 40
==> design/flow/constraint.sdc <==
current_design vending_machine

set clk_period 15.0
set clk_io_pct 0.2

create_clock -name clk0 -period $clk_period [get_ports {clk}]

set non_clock_inputs [all_inputs -no_clocks]
set_input_delay [expr $clk_period * $clk_io_pct] -clock clk0 $non_clock_inputs
set_output_delay [expr $clk_period * $clk_io_pct] -clock clk0 [all_outputs]
==> design/flow/design.v <==
module availability_calculator (
    input [32-1:0] balance,
    output reg [4-1:0] o_available_item);
    wire [32-1:0] item_price [4-1:0];  
    assign item_price[0] = 400;
    assign item_price[1] = 500;
    assign item_price[2] = 1000;
    assign item_price[3] = 2000;
    always @(*) begin
        o_available_item = 4'b0000;
        if (balance >= item_price[0])
            o_available_item = o_available_item | 4'b0001;
        if (balance >= item_price[1])
            o_available_item = o_available_item | 4'b0010;
        if (balance >= item_price[2])
            o_available_item = o_available_item | 4'b0100;
        if (balance >= item_price[3])
            o_available_item = o_available_item | 4'b1000;
    end
endmodule
module balance_calculator (
    input clk,
    input reset_n,
    input [3-1:0] i_input_coin,
    input [32-1:0] cost,
    output reg [32-1:0] balance);
    wire [32-1:0] coin_value [3-1:0];  
    assign coin_value[0] = 100;
    assign coin_value[1] = 500;
    assign coin_value[2] = 1000;
    always @(posedge clk) begin
        if (!reset_n)
            balance <= 0;
        else
            balance <= balance - cost + i_input_coin[0] * coin_value[0] + i_input_coin[1] * coin_value[1] + i_input_coin[2] * coin_value[2];
    end
endmodule
module coin_dispenser (
    input clk,
    input reset_n,
    input ret,
    input [32-1:0] balance,
    output reg [3-1:0] o_return_coin,
    output reg done);
    wire [32-1:0] coin_value [3-1:0];  
    assign coin_value[0] = 100;
    assign coin_value[1] = 500;
    assign coin_value[2] = 1000;
    reg [32-1:0] change_due;
    reg [32-1:0] change_popped;
    reg [1:0] trigger;
    always @(posedge clk) begin
        if (!reset_n) begin
            change_due <= 0;
            change_popped <= 0;
            o_return_coin <= 0;
            trigger <= 0;
            done <= 0;
        end
        else begin
            case (trigger)
                0: begin
                    if (ret) begin
                        change_due <= balance;
                        change_popped <= 0;
                        trigger <= 1;
                    end
                end
                1: begin
                    trigger <= 2;
                end
                2: begin
                    if (change_due >= 1600) begin
                        o_return_coin <= 3'b111;
                        change_due <= change_due - 1600;
                    end
                    else if (change_due >= 1500) begin
                        o_return_coin <= 3'b110;
                        change_due <= change_due - 1500;
                    end
                    else if (change_due >= 1100) begin
                        o_return_coin <= 3'b101;
                        change_due <= change_due - 1100;
                    end
                    else if (change_due >= 1000) begin
                        o_return_coin <= 3'b100;
                        change_due <= change_due - 1000;
                    end
                    else if (change_due >= 600) begin
                        o_return_coin <= 3'b011;
                        change_due <= change_due - 600;
                    end
                    else if (change_due >= 500) begin
                        o_return_coin <= 3'b010;
                        change_due <= change_due - 500;
                    end
                    else if (change_due >= 100) begin
                        o_return_coin <= 3'b001;
                        change_due <= change_due - 100;
                    end
                    else begin
                        o_return_coin <= 3'b000;
                        trigger <= 3;
                    end
                end
                3: begin
                    done <= 1;
                end
            endcase
        end
    end
endmodule
module item_dispenser (
    input clk,
    input reset_n,
    input [4-1:0] i_select_item,
    input [4-1:0] o_available_item,
    input [32-1:0] balance,
    output reg [4-1:0] o_output_item,
    output reg [32-1:0] cost);
    wire [32-1:0] item_price [4-1:0];  
    assign item_price[0] = 400;
    assign item_price[1] = 500;
    assign item_price[2] = 1000;
    assign item_price[3] = 2000;
    reg [4-1:0] selected;
    reg [32-1:0] selected_cost;
    reg [32-1:0] prev_balance;
    reg [4-1:0] prev_available_item;
    always @(posedge clk) begin
        if (!reset_n) begin
            prev_balance <= 0;
            prev_available_item <= 0;
        end
        else begin
            prev_balance <= balance;
            prev_available_item <= o_available_item;
        end
    end
    always @(*) begin
        selected = i_select_item & prev_available_item;
        selected_cost = selected[0] * item_price[0] + selected[1] * item_price[1] + selected[2] * item_price[2] + selected[3] * item_price[3];
        if (prev_balance >= selected_cost) begin
            o_output_item = selected;
        end
        else begin
            o_output_item = 0;
        end
    end
    reg [4-1:0] selected2;
    reg [32-1:0] selected_cost2;
    always @(*) begin
        selected2 = i_select_item & o_available_item;
        selected_cost2 = selected2[0] * item_price[0] + selected2[1] * item_price[1] + selected2[2] * item_price[2] + selected2[3] * item_price[3];
        if (balance >= selected_cost2) begin
            cost = selected_cost2;
        end
        else begin
            cost = 0;
        end
    end
endmodule
module timer (
    input clk,
    input reset_n,
    output reg trigger);
    reg signed [32-1:0] counter;
    always @(posedge clk) begin
        if (!reset_n) begin
            counter <= 100 - 1;
            trigger <= 0;
        end
        else begin
            if (counter > 0)
                counter <= counter - 1;  
            else if (counter == 0) begin
                trigger <= 1;
                counter <= counter - 1;
            end
            else
                trigger <= 0;
        end
    end
endmodule
module vending_machine (
    input clk,  
    input reset_n,  
    input [3-1:0] i_input_coin,  
    input [4-1:0] i_select_item,  
    input i_trigger_return,  
    output [4-1:0] o_available_item,  
    output [4-1:0] o_output_item,  
    output [3-1:0] o_return_coin);  
    wire [32-1:0] balance;
    wire [32-1:0] cost;
    wire done;   
    wire timer_trigger;
    wire full_reset;
    wire ret;
    assign full_reset = reset_n & ~done;
    assign ret = timer_trigger | i_trigger_return;
    availability_calculator availability_calculator_module(
    .balance(balance),
    .o_available_item(o_available_item));
    balance_calculator balance_calculator_module(
    .clk(clk),
    .reset_n(full_reset),
    .i_input_coin(i_input_coin),
    .cost(cost),
    .balance(balance));
    timer timer_module(
    .clk(clk),
    .reset_n(full_reset),
    .trigger(timer_trigger)
    );
    coin_dispenser coin_dispenser_module(
    .clk(clk),
    .reset_n(full_reset),
    .ret(ret),
    .balance(balance),
    .o_return_coin(o_return_coin),
    .done(done));
    item_dispenser item_dispenser_module(
    .clk(clk),
    .reset_n(full_reset),
    .i_select_item(i_select_item),
    .o_available_item(o_available_item),
    .balance(balance),
    .o_output_item(o_output_item),
    .cost(cost));
endmodule
==> design/flow/run.sh <==
#!/bin/bash
# OpenROAD 26Q1-2900-gdf79404cd8, Yosys 0.63+post, stock flow scripts
make -C /OpenROAD-flow-scripts/flow DESIGN_CONFIG=/design/flow/config.mk WORK_HOME=/design/flow/orfs finish
==> out/metrics.yaml <==
run_status:
  status: "complete, no violations"
setup_path:
  worstPathArrival_ns: 7.53
  critPathLaunch: "i_select_item[2]"
  startpoint_type: "primary input"
  cp_max_fo: 5
  worstReg2RegStart: "balance_calculator_module.balance[16]$_SDFF_PN0_"
  crit_path_end_kind: "output pin"
  critPathKind: "primary input to output pin"
  worstPathRequired_ns: 12.00
placement:
  place_congestion: 0.9301
  port_buffers: 20
  dpl.hpwl_um: 20620
detailed_routing:
  drt-total-wl_um: 27450
  first_pass_iters: 5
  drtIter0Drc: 570
  post_drt_via_cell_ratio: 5.532
  ant_nets: 0
  wire_per_inst_um: 16.20
  drc: 0
  insertedDiodeCount: 0
  num_vias: 9371
cts:
  cts-hold-fix-buffers: 0
  htree_levels: 4
  post_cts_buffers: 0
  clk_latency_ns: 0.42
  numCtsBuffers: 17
  tritoncts: "done"
  clock_path_buffers: 2
  cts_root_buf: "clkbuf_16"
  clock-sinks: 136
  clk_pin_slew_ns: 0.06
  cts_resized: 0
finish:
  final_cell_mix: "164 x ha_1, 145 x nor2_1, 135 x dfxtp_1, 119 x inv_1, 78 x nand2_1"
  logic_area_um2: 7706
  post_route_cells_drive_above_1_share_pct: 6.282
  seq_area_um2: 2724
  layout_top_cell: "ha_1"
  areaGrowthSynthToFinish_pct: 10.13
  fillCellCount: 2599
  final_util_pct: 45.10
logic_synthesis:
  ys.warnings.count: 5
  edf_count: 0
  ys_sh_xor_pct: 4.353
  logic_family: "adder cells"
  ys_chip_area_um2: 11070
  postSynth.asyncResetShare_pct: 0
  synth_stat.cells: 1342
  ys_sh_adder_pct: 23.06
  ys.flop_type: "dfxtp_1"
  syn-cell-area_um2: 11070
  synth_cells: 1342
  syn_area_per_cell_um2: 8.247
  mux_share_pct: 1.278
  synth_cell_types: 84
  synth_flops: 136
  aoi_share_pct: 18.01
  synth_seq_share_pct: 24.60
  simple_gate_area_share_pct: 22.76
min_path:
  min_from: "coin_dispenser_module.trigger[2]$_DFF_P_"
  min_path_type: "flip-flop to flip-flop"
sta:
  hold_viol_final: 0
  min_period_ns: 10.53
  finClkSkew_ns: 0.01150
  max_slew_margin_pct: 39.03
  rsz0062_at_grt: "false"
  tightest_slew_ns: 0.9061
  finalSetupViolations: 0
  whs_ns: 0.4396
  fin_setup_tns_ns: 0
  finalMaxSlewViolations: 0
  post-route-period-util_pct: 70.23
  max_freq_mhz: 94.92
global_route:
  track_usage_pct: 20.43
  grt_overflow: 0
  grt_max_degree: 67
  grt_pass1_vias: 8791
  grt_pass1_wl_um: 45730
  antenna_found_initial: 0
floorplanning:
  boundaryPins: 21
  fp-utilization_pct: 40.95
  row_count: 60
  dieHeight_um: 168.3
  die.size.x_um: 168.3
  core_area_um2: 27030
  die_area_um2: 28340
job:
  maxCapViolCount: 0
  warnings: 62
## worst max-delay path: stages
cell	delay (ns)
clkdlybuf4s50_1	0.42
nand2_1	0.19
inv_1	0.11
fa_1	0.59
inv_1	0.07
fa_1	0.49
inv_1	0.04
ha_1	0.32
a21oi_1	0.15
o21bai_1	0.11
a21o_1	0.19
a21oi_1	0.16
ha_1	0.27
a2111oi_0	0.39
nand4_1	0.15
a31oi_1	0.18
o21a_1	0.24
nor2b_1	0.07
clkdlybuf4s50_1	0.40
## layout make-up
cell class	count	area share, %
Clock buffer	17	3.490
Multi-Input combinational cell	1035	63.23
Inverter	120	3.696
Sequential cell	136	22.35
Clock inverter	15	1.478
Tap cell	341	3.501
Timing Repair Buffer	30	2.259
## sequential cells by signal (all words and copies together) (netlist names)
name	flops
timer_module.counter	32
coin_dispenser_module.change_due	31
balance_calculator_module.balance	30
item_dispenser_module.prev_balance	30
coin_dispenser_module.trigger	4
item_dispenser_module.prev_available_item	4
coin_dispenser_module.o_return_coin	3
coin_dispenser_module.done	1
timer_module.trigger	1
## layer usage
metal  global-route usage (%)  vias to the layer above  routed length (µm)
li1                         -                     4791                   -
met1                    31.56                     4326               13800
met2                    31.37                      224               11890
met3                    2.825                       30                1296
met4                    3.202                        0                 457
met5                        0                        -                   0
## cell usage after synthesis, drive strengths merged, types with 28 or more instances
cell type	n	area, µm²
a21oi	75	375.4
clkbuf	41	153.9
dfxtp	136	2723
ha	164	2052
inv	119	446.7
nand2	78	292.8
nand3	48	267.8
nor2	145	544.3
nor3	32	175.2
nor4	28	202.7
o21ai	51	255.2
xnor2	34	297.8
## worst paths after layout
check                                                      to  slack (ns)  cells past startpoint
max                                          o_output_item[0]        4.47                     19
min                  coin_dispenser_module.trigger[1]$_DFF_P_        0.44                      2
max reg2reg  balance_calculator_module.balance[25]$_SDFF_PN0_        5.24                     40
min reg2reg          coin_dispenser_module.trigger[1]$_DFF_P_        0.44                      2
## stage by stage
step / setup WS [ns] / instances / cell area, µm²
global placement: 4.222 / 1662 / 11580
CTS: 4.412 / 1694 / 12190
finish: 4.465 / 1694 / 12190
global route: 4.023 / 1694 / 12190
detailed placement: 4.131 / 1662 / 11580
floorplan: 5.205 / 1342 / 11070
## cells by family after synthesis
| kind of cell | after synthesis |
|---|---|
| and+or+nand+nor | 478 |
| AOI/OAI and AO/OA | 300 |
| adders and majority gates | 189 |
| buffers and inverters | 171 |
| DFF | 136 |
| xor gates and xnor gates | 55 |
| muxes | 13 |
